File: /design/flow/design.v
module BCD2Hex(bcd, hex);
	input [3:0] bcd;
	output reg [6:0] hex;
	always @* begin
		case(bcd)
			4'b0000: hex = 7'b1000000;
			4'b0001: hex = 7'b1111001;
			4'b0010: hex = 7'b0100100;
			4'b0011: hex = 7'b0110000;
			4'b0100: hex = 7'b0011001;
			4'b0101: hex = 7'b0010010;
			4'b0110: hex = 7'b0000010;
			4'b0111: hex = 7'b1111000;
			4'b1000: hex = 7'b0000000;
			4'b1001: hex = 7'b0010000;
			default: hex = 7'b1000000;
		endcase
	end
endmodule
module CombSel(
    input [3:0] dsel,
    output [1:0] muxsel
    );
	assign muxsel[1] = dsel[1]&dsel[0];
	assign muxsel[0] = dsel[2]&dsel[0];
endmodule
module Mux4x1(
    input [3:0] a,
    input [3:0] b,
    input [3:0] c,
    input [3:0] d,
    input [1:0] sel,
    output reg [3:0] x
    );
	always @* begin
		case(sel)
			2'b00: x = a;
			2'b01: x = b;
			2'b10: x = c;
			2'b11: x = d;
		endcase
	end
endmodule
module StateMachine(
	 input clk,
    output reg [3:0] dsel
    );
	reg [1:0] state;
	parameter s0 = 0,
	          s1 = 1,
		      s2 = 2,
			  s3 = 3;
	always @(posedge clk) begin
		case(state)
			s0: begin
				state <= s1;
				dsel <= 4'b1110;
			end
			s1: begin
				state <= s2;
				dsel <= 4'b1101;
			end
			s2: begin
				state <= s3;
				dsel <= 4'b1011;
			end
			s3: begin
				state <= s0;
				dsel <= 4'b0111;
			end
		endcase
	end
endmodule
module bin2BCD(
    input [13:0] bin,
	output reg [3:0] mil,
    output reg [3:0] cen,
    output reg [3:0] dez,
    output reg [3:0] und
    );
	integer i;
	always @* begin
		mil = 4'b0000;
		cen = 4'b0000;
		dez = 4'b0000;
		und = 4'b0000;
		for (i=13; i>=0; i=i-1) begin
			if (mil >= 4'd5) mil = mil + 4'd3;
			if (cen >= 4'd5) cen = cen + 4'd3;
			if (dez >= 4'd5) dez = dez + 4'd3;
			if (und >= 4'd5) und = und + 4'd3;
			mil = mil << 1;
			mil[0] = cen[3];
			cen = cen << 1;
			cen[0] = dez[3];
			dez = dez << 1;
			dez[0] = und[3];
			und = und << 1;
			und[0] = bin[i];
		end
	end
endmodule
module clkdivider(clk, clk_out);
    input clk;
    output reg clk_out;
    reg        [31:0]   status;
    always @ (*) begin
        clk_out = status[18];
    end
    always @ (negedge clk) begin
        status <= (status + 32'h00000001);
    end
endmodule
module top (
	 input [13:0] bin,
	 input clk,
	 output [6:0] hex,
	 output dp,
     output [3:0] dsel
    );	
	wire [3:0] mil0, cen0, dez0, und0, outmux;
	wire [3:0] dsel0;
	wire [1:0] muxsel0;
	wire clkDiv;
	bin2BCD u0(.bin(bin),.mil(mil0), .cen(cen0), .dez(dez0), .und(und0));
	Mux4x1 u1(.a(und0), .b(dez0), .c(cen0), .d(mil0), .sel(muxsel0), .x(outmux));
	BCD2Hex u2(.bcd(outmux), .hex(hex));
	StateMachine u3(.clk(clkDiv), .dsel(dsel0));
	CombSel u4(.dsel(dsel0), .muxsel(muxsel0));
	clkdivider u5 (.clk(clk), .clk_out(clkDiv));	
	assign dsel = dsel0;
	assign dp = 1'b1;       
endmodule
File: /design/flow/run.sh
#!/bin/bash
# OpenROAD 26Q1-2900-gdf79404cd8, Yosys 0.63+post, stock flow scripts
make -C /OpenROAD-flow-scripts/flow DESIGN_CONFIG=/design/flow/config.mk WORK_HOME=/design/flow/orfs finish
File: /design/flow/config.mk
export PLATFORM = sky130hd
export DESIGN_NAME = top
export DESIGN_NICKNAME = top
export VERILOG_FILES = /design/flow/design.v
export SDC_FILE = /design/flow/constraint.sdc
export NUM_CORES = 4
export LEC_CHECK = 1
export CORE_UTILIZATION = 30
File: /design/flow/constraint.sdc
current_design top

set clk_period 14.2
set clk_io_pct 0.2

create_clock -name clk0 -period $clk_period [get_ports {clk}]

set non_clock_inputs [all_inputs -no_clocks]
set_input_delay [expr $clk_period * $clk_io_pct] -clock clk0 $non_clock_inputs
set_output_delay [expr $clk_period * $clk_io_pct] -clock clk0 [all_outputs]
==> qor.yml <==
synthesis:
  xor_area_share_pct: 6.89
  synth_cell_type_count: 118
  synth.cell_area_mm2: 0.00540
  ys.flops: 25
  synth.cellmix.adderShare_pct: 8.12
  ys_chip_area_mm2: 0.00540
  postSynth.asyncResetShare_pct: 0
  synth.mux.area_fraction_pct: 6.72
  number_of_synthesized_flops_with_an_enable_pin: 0
  yosys_warn_count: 5
  synth_compound_gate_area_share_pct: 38.0
  synthSimpleGateAreaFrac_pct: 25.2
  synth_cells: 716
  avgSynthCellArea_um2: 7.54
  ys_top_logic_family: "AND-OR/OR-AND gates"
  flop_cell: "dfxtp_1"
  synth_sequential_area_ratio_pct: 9.27
  yosys-stat-cells: 716
clock_network:
  cts_tree: "done"
  clock.latency.late_pin_ns: 0.33
  cts.path.max_buffers: 2
  cts_buffers: 3
  clk_transition_reported_paths_ns: 0.03
  cts_max_level: 1
  clk_root_buffer_cell: "clkbuf_16"
setup_path:
  timing.rr.start: "u5.status[2]$_DFF_N_"
  timing.critical_path.to_type: "output pin"
  crit_top_cell: "ha_4"
  crit_path_start_kind: "input port"
  crit_arrival_ns: 11.99
  critPathMaxFanout: 5
  cp_data_required_time_ns: 11.36
  critical-path-max-stage-delay_ns: 0.49
  critical_path.startpoint: "bin[12]"
  worst-setup-path-type: "in2out"
  worst_path_slowest_cell: "or4_4"
sta:
  setup_total_negative_slack_ns: -3.73
  maxSlewViolCount: 0
  grt_setup_unrepaired: "yes"
  clock_skew_ns: 0.00940
  untimed_endpoints: 10
  max_transition_margin_pct: 60.1
  fmaxAchievable_mhz: 67.4
  min_period_over_period_pct: 104
  number_of_register_pins_that_no_clock_reaches: 6
  max_slew.worst_pin.slew_ns: 0.593
  postLayoutSetupSlackWorst_ns: -0.632
  setup_violations: 7
  hold_viol_final: 0
  timing.final.crit_period_ns: 14.83
grt:
  grt_max_degree: 22
  grt_util_met3_pct: 0.684
  grt_antenna_before_repair: 0
  grt_busiest_layer: "met1"
  global_route.usage.met1_pct: 27.6
  grt.total_usage_pct: 16.8
  first_global_vias: 5782
  grt.overflow.total: 0
  grtUsageMet2_pct: 25.0
  grt_first_pass_wirelength_um: 26300
floorplanning:
  rows: 48
  chip_area_mm2: 0.0185
  floorplan.initialDensity_pct: 31.0
  coreArea_mm2: 0.0174
  pin_count: 27
  dieHeight_um: 136
  die-width_um: 136
routing:
  drt_drc_violations_left: 0
  detailedRoute.firstIterationViolations: 316
  dr_total_vias: 6359
  antenna_nets_post_route: 0
  first_pass_iters: 4
  vias_per_cell: 5.04
  wire_per_inst_um: 12.0
  detail_route.wirelength_um: 15200
  antennaDiodeCount: 0
placement:
  place.detailed.instances: 1188
  port_buffer_count: 25
  place.gp.congestion: 0.909
  pre_cts_slack_ns: -1.51
  detailedPlacementHpwl_um: 11500
outcome:
  result_of_the_run: "complete, but fails checks"
  violations: "negative setup slack"
flow_run:
  drv_cap: 0
  warnings: 58
finish:
  layout-drive-gt1-share_pct: 47.3
  lay_top_count: "buf_4"
  finish.cell_count_without_fillers: 1261
  flow.area_growth_from_synthesis_pct: 62.9
  layout.cells.most_common_list: "buf_4, nor2_1, inv_1"
  utilization_pct: 50.5
min_path:
  worst_min_path_class: "reg2reg"
  hold_start: "u5.status[0]$_DFF_N_"
cell families (layout without fill, tap and decap cells):
logic type | after synthesis | in the layout
AND/OR/NAND/NOR | 259 | 259
AND-OR/OR-AND | 252 | 252
buffers and inverters | 76 | 396
XOR/XNOR | 37 | 37
adder cells (fa/ha/maj) | 35 | 35
multiplexers | 31 | 31
flip-flops | 25 | 25
other | 1 | 1
registers in the layout, indices dropped and copies added, names as in the netlist:
register   cells
u5.status     19
u3.state       2
u3.dsel        4
layout make-up:
cell class                      count  area (µm²)
Clock buffer                        3        75.1
Timing Repair Buffer              323        2480
Sequential cell                    25         500
Clock inverter                     20        75.1
Inverter                           50         211
Multi-Input combinational cell    615        5170
Fill cell                        1573        8620
Tap cell                          225         282
layer usage:
metal,vias up,part of all wire (%)
met5,-,0
met4,0,0.14
met1,2888,55
met2,84,43
li1,3385,-
met3,2,2.3
through the flow:
step / hold slack (ns) / area (µm²)
after detailed placement: 0.405 / 7940
after CTS: 0.413 / 8540
after floorplan: 0.383 / 5680
after global routing: 0.437 / 8790
final: 0.408 / 8790
after global placement: 0.401 / 7940
worst max-delay path, delay by kind of cell:
| kind | cells | cell delay [ns] |
|---|---|---|
| and+or+nand+nor | 17 | 2.64 |
| AOI/OAI and AO/OA | 14 | 2.54 |
| adders and majority gates | 8 | 1.28 |
| buffers and inverters | 14 | 1.24 |
| muxes | 3 | 0.90 |
| xor gates and xnor gates | 3 | 0.49 |
cell usage after synthesis, types with 5 or more instances:
cell      count  area (µm²)
dfxtp_1      25         500
clkbuf_1     17        63.8
mux2i_2       6        82.6
o22ai_1       8        50.1
inv_1        44         165
o21ai_1       8        40.0
o211ai_1     10        75.1
inv_2         5        18.8
a211oi_1     11        82.6
a31oi_1       9        56.3
o31a_1        6        52.6
a21o_1       10        75.1
o21ai_0      20         100
nand2_1      56         210
nand2b_1      7        43.8
o21ai_2       5        43.8
nand4_1      10        62.6
nand3_1      24         120
mux2_2        8        90.1
and3_1        6        37.5
mux2i_1      13         130
nor2_1       66         248
buf_2         6        30.0
xor2_1        7        61.3
nor3_1       27         135
or2_2         8        50.1
xnor2_1      25         219
o21a_1       10        75.1
ha_1         35         438
a21oi_1      42         210
o221ai_1      9        78.8
and2_1        5        31.3
a22oi_1       6        45.0
timing repair:
item / CTS / global route
pin swaps: 54 / 41
hold buffers: 0 / 0
setup endpoints to repair: 7 / 7
buffers inserted: 35 / 18
gates resized: 80 / 25
path summary, 6_finish.rpt:
check	endpoint	slack [ns]	cells after the start
setup / recovery	hex[4]	-0.63	59
hold / removal	u5.status[0]$_DFF_N_	0.41	1
setup reg to reg	u5.status[15]$_DFF_N_	12.58	6
hold reg to reg	u5.status[0]$_DFF_N_	0.41	1
