### design/flow/run.sh
#!/bin/bash
# OpenROAD 26Q1-2900-gdf79404cd8, Yosys 0.63+post, stock flow scripts
make -C /OpenROAD-flow-scripts/flow DESIGN_CONFIG=/design/flow/config.mk WORK_HOME=/design/flow/orfs finish
### design/flow/config.mk
export PLATFORM = sky130hd
export DESIGN_NAME = alu
export DESIGN_NICKNAME = alu
export VERILOG_FILES = /design/flow/design.v
export SDC_FILE = /design/flow/constraint.sdc
export NUM_CORES = 4
export LEC_CHECK = 1
export CORE_UTILIZATION = 40
### design/flow/constraint.sdc
current_design alu

set clk_period 3.2
set clk_io_pct 0.2

create_clock -name clk0 -period $clk_period [get_ports {clk}]

set non_clock_inputs [all_inputs -no_clocks]
set_input_delay [expr $clk_period * $clk_io_pct] -clock clk0 $non_clock_inputs
set_output_delay [expr $clk_period * $clk_io_pct] -clock clk0 [all_outputs]
### design/flow/design.v
`timescale 1ns / 1ps
module alu(
    input [7:0] indata,
    input btn,
    input clk,
    input rst,
    input [2:0] op,
    output reg [7:0] s,
    output reg [3:0] operator
    );
    reg [7:0] a, b;
    reg [2:0] state;
    parameter inicio = 3'b000,
              insert_a = 3'b001,
              save_a = 3'b010,
              sync_a = 3'b011,
              insert_b = 3'b100,
              save_b = 3'b101,
              sync_b = 3'b110,
              show_result = 3'b111;
    always @(posedge clk, posedge rst) begin
        if(rst) begin
            a = 8'd0;
            b = 8'd0;
            s = 8'd0;
            operator = 4'hA;
            state = inicio;
        end else begin
            case(state)
                inicio: begin
                    a = 8'd0;
                    b = 8'd0;
                    s = 8'd0;
                    operator = 4'hA;
                    state = insert_a;
                end
                insert_a: begin
                    s = indata;
                    operator = 4'hA;
                    if(btn==1'b0) state = insert_a;
                    else state = save_a;
                end
                save_a: begin
                    s = indata;
                    operator = 4'hA;
                    a = indata;
                    state = sync_a;
                end
                sync_a: begin
                    s = indata;
                    operator = 4'hA;
                    if(btn==1'b1) state = sync_a;
                    else state = insert_b;
                end
                insert_b: begin
                    s = indata;
                    operator = 4'hB;
                    if(btn==1'b0) state = insert_b;
                    else state = save_b;
                end
                save_b: begin
                    s = indata;
                    operator = 4'hB;
                    b = indata;
                    state = sync_b;
                end
                sync_b: begin
                    s = indata;
                    operator = 4'hB;
                    if(btn==1'b1) state = sync_b;
                    else state = show_result;
                end
                show_result: begin
                    operator = 4'hC;
                    state = show_result;
                    case(op)
                        3'b000: s = a&b;
                        3'b001: s = a|b;
                        3'b010: s = a^b;
                        3'b011: s = ~a;
                        3'b100: s = a + b;
                        3'b101: s = a - b;
                        3'b110: s = a + 4'd1;
                        3'b111: s = a - 4'd1;
                    endcase
                end
            endcase
        end
    end
endmodule
==> commit_impl_results.txt <==
Add synthesis and place-and-route results

- Outcome: finished, final reports clean
* Buffer type at the clock tree root: sky130_fd_sc_hd__clkbuf_8
- Among all flip-flop cells after synthesis, the most frequent one is sky130_fd_sc_hd__dfrtp_1.
* Final Hold Slack: 0.535 ns
* Leak Pwr: 0.00132 uW
- For this run, the share of the core covered by cells in the final layout is 0.500.
- The floorplan step defined a core boundary enclosing 5920 um2.
* Worst Setup Path Type: register to register
- Average cell area after synthesis: 8.32 um2
- Synth Warn #: 1
* Core utilization at floorplan: 0.414
- Data required time at the worst endpoint: 3.42 ns
- The global route stage reports its total congestion overflow as 0.
* Setup violation total in the final timing report: 0
- Number of buffers inserted during clock tree synthesis: 5
- Yosys Instances: 295
* Count of cell types in the netlist: 49
- The number of gates resized after CTS was 0.
* Worst skew pair latency: 0.28 ns
- Final Routed Wirelength: 6.06 mm
- The script logs the mean routed wire length per placed instance as 15.1 um.
* Crit-path leading delay family: simple AND/OR/NAND/NOR gates
* Final design instance area without fill: 2960 um2
- Core Rows: 28
* Clock skew: 0.00749 ns
- Post-synth tally of flip-flops with integrated enable: 0
- The registers of the reported paths see a clock transition of 0.07 ns.
- Total global-route track usage: 0.211
- Nets still carrying antenna violations after routing amount to 0.
* Number of placed I/O pins: 26
* Type of the most critical hold path: register to register
- Crit-path cells: inv_1 -> ha_1 -> nor3b_1 -> buf_4 -> nand3_1 -> xnor2_1 -> nand3_1 -> o21ai_0 -> ha_1 -> nand2_1 -> o21ai_0 -> o21ai_0 -> or4_1 -> nand3_1
- Area growth from synthesis to layout: 20.6%
* Endpoint kind of the worst setup timing path: register
* Total power density per cell area: 586 nW/um2
* Pins over their slew limit: 0
- Warnings raised by the tools during the run amount to 33.
- The final route contains 2,135 vias.
- Area post-placement: 2850 um2
- The routed design ends up with an antenna cell count of 0.
- Yosys reported that registers with async set or reset make up 1.00.
* Setup Buffers After CTS: 0
- Number of antenna violations at the first check in global routing: 0
* Share of layout cells above drive strength 1: 0.107
- Including well taps, the total number of placed cells is 394.
* Depth of the CTS H-tree: 2
- Clock buffer depth: 2
* Flops after synth: 35
* Cell type of the slowest stage on the worst timing path: sky130_fd_sc_hd__or4_1
* First-pass GRT wire length: 10.0 mm
* HPWL Detailed: 4.53 mm
- The cell area that synthesis handed to floorplanning was 2450 um2.
* Total Negative Setup Slacks: 0 ns
- Gp weighted congestion: 0.878
* Post-detailed-route via-to-cell ratio: 5.31
* Remaining design rule violation count: 0
* Max-Cap Viols: 0
- Dividing the final minimum period by the clock period gives 0.905.
- The worst VDD IR drop from the latest analysis is 0.301 mV.
- Input and output buffers added on the ports amount to 24.
- After clock tree synthesis, the flow added hold-fix buffers numbering 0.
- TritonCTS sink count: 35
- The number of global-route vias before repair came to 1,979.
- For this run, the slowest stage of the critical path takes 0.50 ns.
- Post-synthesis, Yosys gives the total cell area as 2450 um2.
- The flow reports an fmax of 0.345 GHz.
* Hold Violations, Final: 0
- The critical path maximum fanout is 4.
- Horizontal die dimension: 80.3 um
- Slew @ Worst Pin: 0.757 ns
- Data arrives at the worst endpoint at 3.12 ns.
* Worst setup SP type: register
- The smallest clock period supported by the final layout is computed as 2.90 ns.
- Synthesized netlist cell count: 295
- Sequential cell area fraction in the yosys report: 0.358
* Chip height: 80.3 um
* RSZ-0062 raised after global routing: false
* TritonCTS clock tree: built
- Chip area: 6450 um2
- Violation count after the first detailed-route iteration: 117
- Critical path buffer and inverter count: 2
- Worst relative slew slack: 0.492
- For this run, the detailed router's first-pass iteration total came to 4.
- The finished layout holds 402 standard cells, fillers aside.
* Largest net degree at the start of global routing: 36
## registers in the layout, indices dropped and copies added (netlist names)
name,count
a,8
b,8
operator,3
s,8
state,8
## metal layers
metal / wire [um] / GRT usage
met5: 0 / 0
met4: 89 / 0.0339
met3: 343 / 0.0346
met2: 2620 / 0.301
met1: 3010 / 0.349
## area by class of cell
cell class | count | area, um2
multi-input combinational | 217 | 1410
fill | 540 | 2960
clock inverter | 1 | 7.51
sequential | 35 | 878
clock buffer | 7 | 96.3
timing repair buffer | 43 | 383
tap | 75 | 93.8
inverter | 24 | 90.1
## path summary, 6_finish.rpt
kind	cells after the start	end	start	slack (ns)
worst max-delay path	14	s[7]	b[0]	0.30
worst min-delay path	1	state[6]	state[6]	0.53
worst max register to register	14	s[7]	b[0]	0.30
worst min register to register	1	state[6]	state[6]	0.53
max in group asynchronous	3	operator[1]	rst	2.10
min in group asynchronous	3	s[2]	rst	0.75
## cell families (layout without fill, tap and decap cells)
logic type | Yosys count | after routing | share of synthesized area
xor gates and xnor gates | 7 | 7 | 0.0250
and+or+nand+nor | 93 | 93 | 0.183
other | 2 | 2 | 0.00306
DFF | 35 | 35 | 0.358
buffers and inverters | 43 | 75 | 0.0678
AOI/OAI and AO/OA | 86 | 86 | 0.212
adders and majority gates | 25 | 25 | 0.131
muxes | 4 | 4 | 0.0214
## stage by stage
step	power [uW]	setup slack, ns
global placement	1370	0.0169
CTS	1740	0.305
floorplan	1090	0.283
finish	1730	0.304
detailed placement	1370	0.0255
global route	1880	0.0770
## power by group
part	switching, uW	internal [uW]
clock network	160	196
registers	90.0	525
logic	362	400
## synth_stat cells (3+ instances only)
cell | number | area [um2]
sky130_fd_sc_hd__nor2_1 | 15 | 56.3
sky130_fd_sc_hd__nand3_1 | 15 | 75.1
sky130_fd_sc_hd__or3_1 | 3 | 18.8
sky130_fd_sc_hd__ha_1 | 24 | 300
sky130_fd_sc_hd__o211ai_1 | 3 | 22.5
sky130_fd_sc_hd__nor2b_1 | 3 | 18.8
sky130_fd_sc_hd__a21o_1 | 5 | 37.5
sky130_fd_sc_hd__mux2i_1 | 3 | 30.0
sky130_fd_sc_hd__nand2_1 | 37 | 139
sky130_fd_sc_hd__o21ai_0 | 42 | 210
sky130_fd_sc_hd__nor3_1 | 3 | 15.0
sky130_fd_sc_hd__a221oi_1 | 4 | 35.0
sky130_fd_sc_hd__a21oi_1 | 14 | 70.1
sky130_fd_sc_hd__dfrtp_1 | 33 | 826
sky130_fd_sc_hd__or4_1 | 3 | 22.5
sky130_fd_sc_hd__inv_1 | 24 | 90.1
sky130_fd_sc_hd__and2_1 | 4 | 25.0
sky130_fd_sc_hd__clkbuf_1 | 14 | 52.6
sky130_fd_sc_hd__xnor2_1 | 6 | 52.6
sky130_fd_sc_hd__buf_1 | 3 | 11.3
## placed cells by master, fill, tap and decap left out, drive strengths merged, types with 5 or more instances in the layout
cell / n
inv: 24
ha: 24
nand2: 37
clkdlybuf4s50: 24
a21o: 5
xnor2: 6
nor2: 15
buf: 19
clkbuf: 7
a21oi: 14
o21ai: 42
nand3: 15
dfrtp: 33
No activity file was given, so power comes from the tool's default toggle rates.
